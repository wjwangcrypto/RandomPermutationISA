File: ./run.sh
#!/bin/bash
# OpenROAD 26Q1-2900-gdf79404cd8, Yosys 0.63+post, stock flow scripts
make -C /OpenROAD-flow-scripts/flow DESIGN_CONFIG=/design/flow/config.mk WORK_HOME=/design/flow/orfs finish
File: ./config.mk
export PLATFORM = sky130hd
export DESIGN_NAME = topc
export DESIGN_NICKNAME = topc
export VERILOG_FILES = /design/flow/design.v
export SDC_FILE = /design/flow/constraint.sdc
export NUM_CORES = 4
export LEC_CHECK = 1
export CORE_UTILIZATION = 30
File: ./constraint.sdc
current_design topc

set clk_period 3.9
set clk_io_pct 0.2

create_clock -name clk0 -period $clk_period [get_ports {clk}]

set non_clock_inputs [all_inputs -no_clocks]
set_input_delay [expr $clk_period * $clk_io_pct] -clock clk0 $non_clock_inputs
set_output_delay [expr $clk_period * $clk_io_pct] -clock clk0 [all_outputs]
File: ./design.v
module topc (
    input clk,
	input rst,
    input start,
    input rstflagz,
    input [31:0]r_data,
    output reg txen,
    output reg [7:0] txpcdata
);
    reg [31:0] data;
    reg busyone;
    reg busy;
    reg starttx;
    reg [13:0]clkcount;
    reg [1:0] bitcount;
    reg [3:0]txflag;
    reg flag;
    always@(posedge clk ) begin
		if(!rst) begin           
            flag<=0;
            data<=0;
            busyone<=0;
            busy<=0;
            bitcount<=0;
            clkcount<=0;
            txflag<=0;
            starttx<=0;
            txen<=0;
            txpcdata<=0;
        end 
        else begin
            if(rstflagz ==1 && flag !==1)begin
                busyone<=0;
            end
            if(start === 1 && busyone===0 )begin
                busy <=1;
            end
            if(flag===1)begin
                data<=r_data;
                busy<=0;
                starttx <=1;
                flag <=0;
                busyone<=1;
            end else if(busy ==1) begin
                flag<=1;
            end
            if(starttx === 1)begin
                if(bitcount ===0)begin
                    if (clkcount != 14'b11000010010000) begin  
                        clkcount<=clkcount+1;
                    end
                    if(clkcount == 0)begin
                        txen <=1;
                    end else begin
                        txen <=0;
                    end
                    if(clkcount == 14'b11000010010000)begin
                        bitcount<= bitcount+1;
                        clkcount<=0;
                    end
                    case (txflag)
                        'd0: begin
                            txpcdata<=0;
                        end
                        'd1: begin
                            txpcdata<=0;
                        end
                        'd2: begin
                            txpcdata<=0;
                        end
                        'd3: begin
                            txpcdata<=0;
                        end
                        default:   ;
                    endcase
                end 
                if(bitcount ===1) begin
                    if (clkcount != 14'b11000010010000) begin  
                        clkcount<=clkcount+1;
                    end
                    if(clkcount == 0)begin
                        txen <=1;
                    end else begin
                        txen <=0;
                    end
                    if(clkcount == 14'b11000010010000)begin
                        bitcount<= bitcount+1;
                        clkcount<=0;
                    end
                    case (txflag)
                        'd0: begin
                            txpcdata<=0;
                        end
                        'd1: begin
                            txpcdata<=0;
                        end
                        'd2: begin
                            txpcdata<=0;
                        end
                        'd3: begin
                            txpcdata<=0;
                        end
                        default:   ;
                    endcase
                end 
                if(bitcount ===2) begin
                    if (clkcount != 14'b11000010010000) begin  
                        clkcount<=clkcount+1;
                    end
                    if(clkcount == 0)begin
                        txen <=1;
                    end else begin
                        txen <=0;
                    end
                    if(clkcount == 14'b11000010010000)begin
                        bitcount<= bitcount+1;
                        clkcount<=0;
                    end
                    case (txflag)
                        'd0: begin
                            txpcdata<=0;
                        end
                        'd1: begin
                            txpcdata<=0;
                        end
                        'd2: begin
                            txpcdata<=0;
                        end
                        'd3: begin
                            txpcdata<=0;
                        end
                        default:   ;
                    endcase
                end 
                if(bitcount ===3) begin
                    txen <=1;
                    if(clkcount == 0)begin
                        txen <=1;
                    end else begin
                        txen <=0;
                    end
                    case (txflag)
                        'd0: begin
                            txpcdata<=data[7:0];
                        end
                        'd1: begin
                            txpcdata<=data[15:8];
                        end
                        'd2: begin
                            txpcdata<=data[23:16];
                        end
                        'd3: begin
                            txpcdata<=data[31:24];
                        end
                        default:   ;
                    endcase
                    if (clkcount != 14'b11000010010000) begin
                        clkcount<=clkcount+1;
                    end
                    if(clkcount == 14'b11000010010000)begin
                        clkcount<=0;
                        bitcount<= 0;
                        if(txflag === 3)begin
                            txflag<=0;
                            starttx<=0;
                        end else begin
                            txflag <= txflag+1;
                        end
                    end
                end
            end
        end
    end
endmodule
==> flow_summary.html <==
<h3>Run summary</h3>
<table>
<tr><th>Metric</th><th>Value</th></tr>
<tr><th colspan="2">Setup path</th></tr>
<tr><td>Crit Path Class</td><td>in2reg</td></tr>
<tr><td>Max incr delay on CP</td><td>0.45 ns</td></tr>
<tr><td>Buf+Inv Stages, Crit Path</td><td>2</td></tr>
<tr><td>Critical Path Sink Type</td><td>register</td></tr>
<tr><td>Critical-path maximum fanout</td><td>57</td></tr>
<tr><td>WP data required</td><td>4.18 ns</td></tr>
<tr><td>Cell Chain, Critical Path</td><td>clkdlybuf4s50_1, buf_4, nand2b_1, o221a_2, a2111o_1, a21oi_1</td></tr>
<tr><td>Highest-delay cell along the critical path</td><td>clkdlybuf4s50_1</td></tr>
<tr><td>Arrival time reported for the critical path endpoint</td><td>2.46 ns</td></tr>
<tr><td>Crit-path leading delay family</td><td>buffers and inverters</td></tr>
<tr><td>Worst Setup Start Kind</td><td>input port</td></tr>
<tr><th colspan="2">Synth</th></tr>
<tr><td>Per-instance average area after synthesis</td><td>9.58 µm²</td></tr>
<tr><td>Post-synthesis simple-gate area fraction</td><td>0.222</td></tr>
<tr><td>Post-synth seq share</td><td>0.425</td></tr>
<tr><td>Number of library cell types mapped by synthesis</td><td>45</td></tr>
<tr><td>Portion of netlist area occupied by mux cells</td><td>0.118</td></tr>
<tr><td>Number of storage elements in the synthesis netlist</td><td>65</td></tr>
<tr><td>Adder-cell area share of the yosys netlist</td><td>0.0449</td></tr>
<tr><td>Cells after Synth</td><td>320</td></tr>
<tr><td>Largest logic family</td><td>simple AND/OR/NAND/NOR gates</td></tr>
<tr><td>Number of flops mapped to enable cells by yosys</td><td>0</td></tr>
<tr><td>Xor/xnor share</td><td>0.0200</td></tr>
<tr><td>Count of synthesis-stage warnings from yosys</td><td>1</td></tr>
<tr><td>Yosys Chip Area</td><td>3060 µm²</td></tr>
<tr><td>Dominant cell area share</td><td>0.425</td></tr>
<tr><td>Post-synth area hogs</td><td>dfxtp_1, mux2i_1, nor2b_1</td></tr>
<tr><td>Cell type with the highest aggregate area in the netlist</td><td>dfxtp_1</td></tr>
<tr><td>Complex Gates by Area</td><td>0.125</td></tr>
<tr><td>Top_reg_cell synth</td><td>dfxtp_1</td></tr>
<tr><td>Yosys cell count</td><td>320</td></tr>
<tr><td>Post-synth design cell area</td><td>3060 µm²</td></tr>
<tr><td>FFs w/ async S/R, synth</td><td>0</td></tr>
<tr><th colspan="2">Clock tree</th></tr>
<tr><td>CTS Sinks</td><td>65</td></tr>
<tr><td>Clock-pin slew on the worst setup and hold paths</td><td>0.07 ns</td></tr>
<tr><td>Number of instances resized during post-cts repair</td><td>0</td></tr>
<tr><td>TritonCTS clock tree</td><td>built</td></tr>
<tr><td>Hold bufs inserted after CTS</td><td>0</td></tr>
<tr><td>Clock tree buffer depth</td><td>2</td></tr>
<tr><td>H-tree depth reported by CTS</td><td>3</td></tr>
<tr><td>Clock latency on the worst-skew pair</td><td>0.34 ns</td></tr>
<tr><td>Master cell of the clock root buffer</td><td>clkbuf_8</td></tr>
<tr><td>Buffers inserted by post-CTS timing repair</td><td>0</td></tr>
<tr><td>Total CTS buffers</td><td>9</td></tr>
<tr><th colspan="2">Floorplanning</th></tr>
<tr><td>I/O pin cnt</td><td>45</td></tr>
<tr><td>Core region area</td><td>9820 µm²</td></tr>
<tr><td>Vert. Die Dim</td><td>103 µm</td></tr>
<tr><td>Core Density at Floorplan</td><td>0.312</td></tr>
<tr><td># rows</td><td>36</td></tr>
<tr><td>Chip Footprint</td><td>10600 µm²</td></tr>
<tr><td>Die width</td><td>103 µm</td></tr>
<tr><th colspan="2">Place</th></tr>
<tr><td>Post-detailed-placement cell area</td><td>3590 µm²</td></tr>
<tr><td>Port Buffers</td><td>44</td></tr>
<tr><td>Final weighted congestion of routability-driven global placement</td><td>0.824</td></tr>
<tr><td>HPWL after DPL</td><td>4450 µm</td></tr>
<tr><th colspan="2">Final layout</th></tr>
<tr><td>Fraction of final layout cells with drive strength greater than 1</td><td>0.0773</td></tr>
<tr><td>Gate Area</td><td>1620 µm²</td></tr>
<tr><td>Fill cell total of the finished layout</td><td>978</td></tr>
<tr><td>Footprint of the flip-flops and latches</td><td>1300 µm²</td></tr>
<tr><td>Post-route cell area</td><td>3810 µm²</td></tr>
<tr><td>Area Overhead vs Synth</td><td>24.5%</td></tr>
<tr><th colspan="2">Drt</th></tr>
<tr><td>Vias post-DR</td><td>2350</td></tr>
<tr><td>Number of DRC markers after the initial detailed-route iteration</td><td>61</td></tr>
<tr><td>First-pass iteration count of the detailed router</td><td>4</td></tr>
<tr><td>Routed Antenna Nets</td><td>0</td></tr>
<tr><td>Average detailed-routed wire length per instance</td><td>13.5 µm</td></tr>
<tr><td>Number of antenna diodes</td><td>0</td></tr>
<tr><td>Vias per cell</td><td>4.75</td></tr>
<tr><td>Routed Wire Length</td><td>6680 µm</td></tr>
<tr><td>DRC viols</td><td>0</td></tr>
<tr><th colspan="2">Outcome</th></tr>
<tr><td>Status</td><td>finished, final reports clean</td></tr>
<tr><th colspan="2">Global routing</th></tr>
<tr><td>First-pass GRT wire length</td><td>10800 µm</td></tr>
<tr><td>All-layer global routing usage</td><td>0.133</td></tr>
<tr><td>Global route total overflow</td><td>0</td></tr>
<tr><td>Number of antenna violations at the first check in global routing</td><td>0</td></tr>
<tr><td>Pin count of the biggest net entering global routing</td><td>58</td></tr>
<tr><td>Number of global-route vias before repair</td><td>2205</td></tr>
<tr><th colspan="2">STA</th></tr>
<tr><td>Clock tree skew after final layout</td><td>0.00989 ns</td></tr>
<tr><td>Max-slew violations</td><td>0</td></tr>
<tr><td>Slew Limit Headroom</td><td>0.612</td></tr>
<tr><td>Min Clock Period, post-route</td><td>2.18 ns</td></tr>
<tr><td>Setup repair after global routing missed its margin</td><td>no</td></tr>
<tr><td>Final Hold Violating Endpoints</td><td>0</td></tr>
<tr><td>Post-layout period usage</td><td>0.559</td></tr>
<tr><td>Maximum clock frequency</td><td>459 MHz</td></tr>
<tr><td>Final setup violation count</td><td>0</td></tr>
<tr><td>Worst-margin pin slew</td><td>0.583 ns</td></tr>
<tr><td>Hold slack final</td><td>0.450 ns</td></tr>
<tr><td>Total Neg Setup Slack</td><td>0 ns</td></tr>
<tr><th colspan="2">Power and ir drop</th></tr>
<tr><td>Leak pwr</td><td>0.00129 µW</td></tr>
<tr><td>Total power per unit cell area</td><td>380 nW/µm²</td></tr>
<tr><td>Maximum resistive drop on vdd</td><td>0.141 mV</td></tr>
<tr><th colspan="2">Run</th></tr>
<tr><td>Tally of max-capacitance violations</td><td>0</td></tr>
<tr><td>Count of warning messages emitted by the tools</td><td>33</td></tr>
<tr><th colspan="2">Worst hold path</th></tr>
<tr><td>Hold Crit Class</td><td>reg2reg</td></tr>
</table>
## synth_stat cells, drive strengths merged (5+ instances only)
master	count
and4	5
a21oi	10
clkbuf	12
nand2	21
nor2b	42
nor2	12
ha	11
dfxtp	65
mux2i	36
buf	9
o21ai	9
xnor2	6
nand4	8
a22oi	24
inv	11
## cell type report
cell class / instances / area share
multi-input combinational: 223 / 0.425
sequential: 65 / 0.341
timing repair buffer: 47 / 0.121
tap: 133 / 0.0436
clock buffer: 11 / 0.0371
clock inverter: 5 / 0.0207
inverter: 11 / 0.0108
## placed cells by master (no fill, tap or decap), drive strengths merged, types with 11 or more instances in the layout
cell type and n:
dfxtp 65, clkbuf 11, nor2b 42, inv 11
nand2 21, nor2 12, clkdlybuf4s50 44, a22oi 24
ha 11, mux2i 36
## power breakdown
part / internal, µW / switching, µW / total, µW / leakage [µW]
Clock: 377 / 261 / 638 / 0.000113
Combinational: 68.9 / 48.0 / 117 / 0.000649
Sequential: 682 / 11.5 / 694 / 0.000527
## layer usage
layer	up-vias	GRT usage	share of wire
met3	5	0.0372	0.059
li1	1211	-	-
met4	0	0.0130	0.0072
met1	1080	0.201	0.50
met5	-	0	0
met2	54	0.199	0.43
## stage by stage
stage	power, µW	util	setup WS (ns)	instances
floorplan	773	-	2.12	320
global placement	824	0.366	1.40	479
detailed placement	826	0.366	1.35	479
CTS	1460	0.389	1.71	495
global route	1510	0.389	1.59	495
finish	1450	0.389	1.72	495
## cell families after synthesis
group	after synthesis
and+or+nand+nor	115
buffers and inverters	32
AOI/OAI and AO/OA	54
adders and majority gates	11
muxes	36
xor gates and xnor gates	7
DFF	65
## worst reg2reg max path: cells and delay by family, from the launching register on
family	cells	cell delay, ns
flops	1	0.40
simple gates	2	0.45
compound gates	2	0.77
fa+ha+maj	1	0.29
buf+inv	1	0.10
## final timing paths
kind	slack (ns)	startpoint	endpoint	cells after the start
min reg2reg	0.45	flag$_SDFFE_PP0P_	busy$_SDFFE_PP0P_	1
max reg2reg	1.82	bitcount[0]$_SDFFE_PN0P_	txpcdata[1]$_SDFFE_PN0P_	6
min	0.45	flag$_SDFFE_PP0P_	busy$_SDFFE_PP0P_	1
max	1.72	rst	bitcount[1]$_SDFFE_PN0P_	6
Power is estimated from default activity; no workload was simulated.
